File: flow/config.mk
export PLATFORM = sky130hd
export DESIGN_NAME = mult_mat_vec_comb
export DESIGN_NICKNAME = mult_mat_vec_comb
export VERILOG_FILES = /design/flow/design.v
export SDC_FILE = /design/flow/constraint.sdc
export NUM_CORES = 4
export LEC_CHECK = 1
export CORE_UTILIZATION = 30
File: flow/constraint.sdc
current_design mult_mat_vec_comb

set clk_period 11.7
set clk_io_pct 0.2

create_clock -name clk0 -period $clk_period

set non_clock_inputs [all_inputs -no_clocks]
set_input_delay [expr $clk_period * $clk_io_pct] -clock clk0 $non_clock_inputs
set_output_delay [expr $clk_period * $clk_io_pct] -clock clk0 [all_outputs]
File: flow/design.v
module mul
    #(parameter Nbits = 8)
    (
    input [Nbits - 1:0] multiplier_u,
    input [Nbits - 1:0] multiplicand_u,
    output [2*Nbits-1:0] mult_out_u
    );
    assign mult_out_u = multiplier_u*multiplicand_u;
endmodule
module multiply
#(parameter Ndata = 4, Nbits=8)
(
input [Nbits*Ndata-1:0] multiplier,
input [Nbits*Ndata-1:0] multiplicand,
output [Ndata*2*Nbits-1:0] mult_out
);
genvar i;
wire [2*Nbits*Ndata-1 :0] prod;
generate
    for(i=0;i<Ndata;i=i+1) begin
        mul#(.Nbits(Nbits))
        multi (
        .multiplier_u(multiplier[Nbits*(i+1) - 1: i*Nbits]),
        .multiplicand_u(multiplicand[Nbits*(i+1) -1 : i*Nbits]),
        .mult_out_u(prod[2*Nbits*i+2*Nbits-1: 2*Nbits*i])
        );
    end
endgenerate
assign mult_out = prod[2*Nbits*Ndata-1:0];
endmodule
module scalar_product #(
    parameter Ndata = 4,
    Nbits = 8
) (
    input [Nbits*Ndata-1:0] A,
    input [Nbits*Ndata-1:0] B,
    output [2*Nbits-1:0] out
);
    wire [(Ndata+1)*2*Nbits-1 : 0] sumi;
    wire [Ndata*2*Nbits-1:0] prod;
    assign sumi[2*Nbits-1:0] = 0;
    multiply #(
        .Nbits(Nbits),
        .Ndata(Ndata)
    ) multi (
        .multiplier(A[Nbits*Ndata-1:0]),
        .multiplicand(B[Nbits*Ndata-1:0]),
        .mult_out(prod[Ndata*2*Nbits-1:0])
    );
    genvar i;
    generate
        for (i = 0; i < Ndata; i = i + 1) begin
            assign sumi[(i+2)*2*Nbits-1:(i+1)*2*Nbits] = prod[(i+1)*2*Nbits-1: i*2*Nbits] + sumi[(i+1)*2*Nbits-1: i*2*Nbits];
        end
    endgenerate
    assign out = sumi[(Ndata+1)*2*Nbits-1:Ndata*2*Nbits];
endmodule
module mult_mat_vec_comb #(
    parameter Mdata = 4,
    Ndata = 4,
    Nbits = 8
) (
    input [Mdata*Ndata*Nbits-1:0] M,
    input [Ndata*Nbits-1:0] X,
    output [Mdata*(2*Nbits)-1:0] out
);
    genvar i;
    for (i = 0; i < Mdata; i = i + 1) begin
        scalar_product #(
            .Ndata(Ndata),
            .Nbits(Nbits)
        ) sp (
            .A  (M[(i+1)*Ndata*Nbits-1:i*Ndata*Nbits]),
            .B  (X[Ndata*Nbits-1:0]),
            .out(out[(i+1)*2*Nbits-1:i*2*Nbits])
        );
    end
endmodule
File: flow/run.sh
#!/bin/bash
# OpenROAD 26Q1-2900-gdf79404cd8, Yosys 0.63+post, stock flow scripts
make -C /OpenROAD-flow-scripts/flow DESIGN_CONFIG=/design/flow/config.mk WORK_HOME=/design/flow/orfs finish
==> results.sh <==
# yosys + openroad results
export IMPL_register_area_um2=0
export IMPL_min_to="out[48]"
export IMPL_globalplace_congestion=0.892
export IMPL_syn_cell_area_um2=35100
export IMPL_floorplan_die_width_um=344
export IMPL_fp_util_pct=30.2
export IMPL_detail_route_iter0_violations=921
export IMPL_dp_worst_setup_slack_ns=0.0173
export IMPL_dp_final_hpwl_um=79900
export IMPL_final_hold_viol_count=0
export IMPL_grt_antenna_before_repair=33
export IMPL_worst_pin_slew_ns=0.544
export IMPL_finalWorstSetupSlack_ns=0.166
export IMPL_synth_cells=3870
export IMPL_logic_area_um2=30500
export IMPL_core_area_um2=116000
export IMPL_drtAntennaViolNets=0
export IMPL_critical_path_max_fanout=4
export IMPL_worstHoldStart="M[120]"
export IMPL_ys_types=46
export IMPL_critical_path_required_ns=9.36
export IMPL_critical_path_endpoint_type="output pin"
export IMPL_grt_first_pass_wirelength_um=149000
export IMPL_grtUsageTotal_pct=17.3
export IMPL_timing_critical_path_from_type="primary input"
export IMPL_topCellsByArea="fa_1 50%, ha_1 17%, inv_1 13%"
export IMPL_ys_cells=3870
export IMPL_post_synth_cell_area_avg_um2=9.08
export IMPL_design_die_area_um2=118000
export IMPL_final_instance_count_excl_fill=5714
export IMPL_critPathKind="in -> out"
export IMPL_final_layout_size_suffix_gt1_share_pct=5.51
export IMPL_layout_top_cell_excl_fill_tap="inv_1"
export IMPL_final_period_utilization_pct=98.6
export IMPL_hold_path_depth=4
export IMPL_finalSetupViolations=0
export IMPL_numPortBuffers=224
export IMPL_flow_area_growth_from_synthesis_pct=17.7
export IMPL_synthDominantCellAreaShare_pct=49.7
export IMPL_vias_in_the_first_global_route=27100
export IMPL_rows=125
export IMPL_maximum_number_of_pins_on_one_net_before_global_route_repair=33
export IMPL_gr_total_overflow=0
export IMPL_worst_slew_margin_rel_pct=63.7
export IMPL_drt_total_wl_um=105000
export IMPL_totalNegativeSetupSlack_ns=0
export IMPL_floorplan_die_height_um=344
export IMPL_detail_route_vias_per_cell=4.40
export IMPL_fillCellCount=11700
export IMPL_fmax_mhz=86.7
export IMPL_timing_max_transition_violations_final=0
export IMPL_design_seq_count=0
export IMPL_pin_count=224
export IMPL_critical_path_arrival_ns=9.19
export IMPL_warnings=32
export IMPL_synth_yosys_warnings=0
export IMPL_largest_area_cell="fa_1"
export IMPL_detailed_router_iteration_count_before_antenna_repair=5
export IMPL_final_min_clock_period_ns=11.53
export IMPL_seq_area_frac_synth_pct=0
export IMPL_post_drt_wl_per_cell_um=18.4
export IMPL_outcome="finished clean"
export IMPL_dpl_cell_count=5678
export IMPL_max_cap_viol_count=0
export IMPL_layout_top_cells="1174 x inv_1, 867 x fa_1, 615 x and2_1, 464 x ha_1, 423 x nand2_1"
export IMPL_worstHoldPathType="in -> out"
export IMPL_clock_buffer_count=0
export IMPL_drc=0
export IMPL_routed_via_count=25100
export IMPL_ys_chip_area_um2=35100
metal layers:
metal	wire length, µm	GRT usage (%)
met1	39300	23.4
met5	363	0.361
met3	14900	7.17
met2	48600	27.6
met4	1630	1.73
timing repair:
item,CTS,global route
setup endpoints to repair,1,22
pin swaps,0,23
endpoints found under the hold margin,0,0
gates cloned,0,22
resized,1,141
setup buffers,0,1
hold buffers,0,0
how the worst max path moves through the flow:
stage         start      end  cells past startpoint
finish         M[7]  out[15]                     21
CTS           X[19]  out[14]                     23
global route   X[8]  out[15]                     23
synth_stat cells (2+ instances only):
cell and count:
a211oi_1 2, a21o_1 8, a21oi_1 22, a21oi_2 3, a311o_1 2, a31o_1 4
a31oi_1 2, and2_1 616, and3_1 2, clkbuf_1 98, fa_1 872, ha_1 468
inv_1 1174, nand2_1 423, nand2b_1 4, nand3_1 3, nand4_1 2, nor2_1 21
nor2b_1 4, nor3_1 5, o211ai_1 2, o21a_1 7, o21ai_0 9, o21ai_1 8
o21bai_1 3, o31a_1 2, or4_1 2, xnor2_1 73, xor2_1 12
cell type report:
cell class                 count  area share [%]
multi-input combinational   2597            73.7
timing repair buffer         406            10.9
inverter                    1174            10.7
tap                         1524            4.61
antenna                       13          0.0787
stage by stage:
step / util [%] / hold slack (ns) / instance area, µm²
6_report: 35.6 / 5.71 / 41300
5_1_grt: 35.5 / 5.78 / 41300
2_1_floorplan: - / 4.87 / 35100
3_5_place_dp: 34.8 / 5.85 / 40400
4_1_cts: 34.8 / 5.86 / 40400
3_3_place_gp: 34.8 / 5.85 / 40400
kinds of logic (layout without fill, tap and decap cells):
logic type / count (synthesis) / count (layout) / synth area share [%]
AND-OR/OR-AND: 85 / 85 / 1.71
XOR/XNOR: 85 / 85 / 2.12
adder cells (fa/ha/maj): 1340 / 1340 / 66.4
buffers and inverters: 1273 / 1580 / 13.6
other: 0 / 13 / 0
AND/OR/NAND/NOR: 1087 / 1087 / 16.2
worst max-delay path, stage by stage:
cell,delay (ns)
clkdlybuf4s50_1,0.67
nand2_1,0.14
fa_1,0.55
inv_1,0.05
fa_1,0.55
fa_1,0.44
fa_1,0.48
fa_1,0.53
fa_1,0.43
fa_1,0.52
inv_1,0.06
fa_1,0.47
inv_1,0.06
ha_4,0.29
nor2_1,0.05
nor3b_1,0.21
o211a_1,0.18
o21ai_2,0.08
a311o_1,0.41
xnor2_2,0.20
clkdlybuf4s50_1,0.48
