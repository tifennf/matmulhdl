**flow/design.v**
```verilog
module mac #(
    parameter Nbits = 8
) (
    input clk,
    input reset,
    input [Nbits-1:0] multiplier,
    input [Nbits-1:0] multiplicand,
    output reg [2*Nbits-1:0] accumulator_out
);
    wire [2*Nbits-1:0] oprod, omux;
    mul #(
        .Nbits(Nbits)
    ) multi (
        .multiplier_u(multiplier),
        .multiplicand_u(multiplicand),
        .mult_out_u(oprod)
    );
    assign omux = reset ? 0 : accumulator_out;
    always @(posedge clk) begin
        accumulator_out <= omux + oprod;
    end
endmodule
module mul
    #(parameter Nbits = 8)
    (
    input [Nbits - 1:0] multiplier_u,
    input [Nbits - 1:0] multiplicand_u,
    output [2*Nbits-1:0] mult_out_u
    );
    assign mult_out_u = multiplier_u*multiplicand_u;
endmodule
module mult_mat_vec_mac #(
    parameter Mdata = 4,
    Ndata = 4,
    Nbits = 8
) (
    input [Mdata*Ndata*Nbits-1:0] M,
    input [Ndata*Nbits-1:0] X,
    input clk,
    input reset,
    output [Mdata*(2*Nbits)-1:0] out
);
    genvar i;
    for (i = 0; i < Mdata; i = i + 1) begin
        scalar_product_mac #(
            .Ndata(Ndata),
            .Nbits(Nbits)
        ) sp (
            .A(M[(i+1)*Ndata*Nbits-1:i*Ndata*Nbits]),
            .B(X[Ndata*Nbits-1:0]),
            .clk(clk),
            .reset(reset),
            .out(out[(i+1)*2*Nbits-1:i*2*Nbits])
        );
    end
endmodule
module scalar_product_mac #(
    parameter Ndata = 4,
    Nbits = 8
) (
    input [Nbits*Ndata-1:0] A,
    input [Nbits*Ndata-1:0] B,
    input clk,
    input reset,
    output reg [2*Nbits-1:0] out
);
    reg [Nbits*Ndata-1:0] A_reg, B_reg;
    reg [4:0] index;
    reg [Nbits-1:0] multiplier;
    reg [Nbits-1:0] multiplicand;
    wire [2*Nbits-1:0] mac_acc;
    mac #(.Nbits(Nbits)) mac_inst (
    .clk(clk),
    .reset(reset),
    .multiplier(multiplier),
    .multiplicand(multiplicand),
    .accumulator_out(mac_acc)
    );
    always @(posedge clk) begin
        if(reset) begin
            A_reg <= A;
            B_reg <= B;
            multiplier <= 0;
            multiplicand <=0;
            index <= 0;
        end else if (index <= Ndata) begin
            multiplier <= A_reg[Nbits-1:0];
            multiplicand <= B_reg[Nbits-1:0];
            A_reg <= A_reg >> Nbits;
            B_reg <= B_reg >> Nbits;
            index <= index +1;
        end else begin
            out <= mac_acc;
        end
    end
endmodule
```
**flow/run.sh**
```bash
#!/bin/bash
# OpenROAD 26Q1-2900-gdf79404cd8, Yosys 0.63+post, stock flow scripts
make -C /OpenROAD-flow-scripts/flow DESIGN_CONFIG=/design/flow/config.mk WORK_HOME=/design/flow/orfs finish
```
**flow/config.mk**
```make
export PLATFORM = sky130hd
export DESIGN_NAME = mult_mat_vec_mac
export DESIGN_NICKNAME = mult_mat_vec_mac
export VERILOG_FILES = /design/flow/design.v
export SDC_FILE = /design/flow/constraint.sdc
export NUM_CORES = 4
export LEC_CHECK = 1
export CORE_UTILIZATION = 30
```
**flow/constraint.sdc**
```tcl
current_design mult_mat_vec_mac

set clk_period 12.3
set clk_io_pct 0.2

create_clock -name clk0 -period $clk_period [get_ports {clk}]

set non_clock_inputs [all_inputs -no_clocks]
set_input_delay [expr $clk_period * $clk_io_pct] -clock clk0 $non_clock_inputs
set_output_delay [expr $clk_period * $clk_io_pct] -clock clk0 [all_outputs]
```
==> impl_metrics.env <==
# implementation run metrics
export IMPL_met2WireLength_um=25500
export IMPL_fin_util_pct=36.5
export IMPL_routed_via_count=16000
export IMPL_powerDensity_nw_per_um2=145
export IMPL_vias_per_cell=4.21
export IMPL_yosysCellCount=2400
export IMPL_cp_required_ns=12.78
export IMPL_syn_instance_count=2400
export IMPL_r2r_start="genblk1[3].sp.multiplier[6]"
export IMPL_critPathLaunchType="input port"
export IMPL_cts_buffer_depth=3
export IMPL_crit_type="input port to flip-flop"
export IMPL_post_route_period_util_pct=55.5
export IMPL_fp_coreArea_um2=87400
export IMPL_ctsHtreeMaxLevel=2
export IMPL_dr_wl_met3_um=3570
export IMPL_drt_initial_drc_count=671
export IMPL_detail_route_antenna_nets=0
export IMPL_final_min_clock_period_ns=6.83
export IMPL_dieHeight_um=300
export IMPL_synth_async_reset_ratio_pct=0
export IMPL_synth_cell_types=47
export IMPL_overflow=0
export IMPL_final_setup_worst_slack_ns=5.47
export IMPL_core_util_floorplan_pct=30.5
export IMPL_pre_cts_slack_ns=4.86
export IMPL_grt_pass1_wl_um=87600
export IMPL_track_usage_pct=12.9
export IMPL_gp_congestion=0.862
export IMPL_numCtsBuffers=51
export IMPL_final_fill_count=8450
export IMPL_die_area_um2=90100
export IMPL_post_cts_buffers=0
export IMPL_port_buffer_count=225
export IMPL_critPathCaptureType="flip-flop"
export IMPL_synth_main_ff_cell="edfxtp_1"
export IMPL_setup_viol=0
export IMPL_p_total_mw=4.63
export IMPL_cts_resized_gates=0
export IMPL_yosysWarnings=2
export IMPL_crit_fanout=50
export IMPL_ys_seq_share_pct=47.1
export IMPL_cts_tree="built"
export IMPL_clock_sinks=468
export IMPL_r2r_end="genblk1[3].sp.mac_inst.accumulator_out[15]"
export IMPL_crit_arrival_ns=7.31
export IMPL_die_w_um=300
export IMPL_rows=108
export IMPL_drv_slew=0
export IMPL_holdWs_ns=0.425
export IMPL_syn_area_um2=26700
export IMPL_cts_root_buf="clkbuf_16"
export IMPL_reg2reg_depth=15
export IMPL_antenna_found_initial=3
export IMPL_hold_end="genblk1[0].sp.out[11]"
export IMPL_p_leak_nw=13.9
export IMPL_timing_fmax_mhz=146
export IMPL_fin_skew_ns=0.0183
export IMPL_clk_pin_slew_ns=0.06
export IMPL_wl_per_cell_um=14.1
export IMPL_reg2reg_slack_ns=7.92
export IMPL_worst_pin_slew_ns=0.799
export IMPL_top_layer="met5"
export IMPL_remaining_drc_errors=0
export IMPL_min_delay_start="genblk1[0].sp.mac_inst.accumulator_out[11]"
export IMPL_met1_length_um=23600
export IMPL_wirelength_um=53900
export IMPL_ir_worst_vdd_v=0.0000810
export IMPL_synth_avg_cell_area_um2=11.1
export IMPL_hpwlAfterDp_um=40100
export IMPL_hold_class="flip-flop to flip-flop"
export IMPL_synth_seq_cells=468
export IMPL_drive_above_1_share_pct=7.62
export IMPL_area_growth_pct=19.7
export IMPL_setup_tns_ns=0
export IMPL_grt_pass1_vias=16400
export IMPL_yosys_area_um2=26700
export IMPL_grt_max_degree=104
export IMPL_pin_count=226
export IMPL_edf_count=320
export IMPL_final_hold_viol_count=0
export IMPL_clock_latency_ns=0.61
export IMPL_slew_headroom_pct=46.7
export IMPL_status="finished clean"
export IMPL_whs_path_depth=0
export IMPL_drtPass1Iterations=5
export IMPL_cap_viol_max_count=0
export IMPL_hold_buffers=0
export IMPL_rsz0062_at_grt="no"
export IMPL_openroad_warnings=31
-- placed cells by master, fill, tap and decap left out, types with 5 or more instances in the layout --
cell             synthesis  layout
clkbuf_16                0      52
clkinv_2                 0       5
edfxtp_1               320     320
nand2_1                277     277
and2_1                 192     192
dfxtp_1                148     148
nor2_1                  41      41
mux2_2                  96      96
nor3_1                   6       6
o21bai_1                 5       5
a21oi_1                 96      96
clkbuf_1                70      14
o21a_1                  11      11
o21ai_1                 15      15
bufinv_16                0       6
inv_1                  458     458
xnor2_1                 54      54
clkdlybuf4s50_1          0     224
ha_1                   148     148
nand3_1                  5       5
o21ai_0                107     107
buf_4                    0      15
a41oi_1                  5       5
nor2b_1                 37      37
fa_1                   200     200
nand2b_1                45      41
a21o_1                  13      13
a211oi_1                 5       5
nand2b_4                 1       5
-- cells in the mapped netlist, types with 15 or more instances --
| cell | n | area share [%] |
|---|---|---|
| nor2b_1 | 37 | 0.87 |
| fa_1 | 200 | 15 |
| a21oi_1 | 96 | 1.8 |
| clkbuf_1 | 70 | 0.99 |
| edfxtp_1 | 320 | 36 |
| nand2_1 | 277 | 3.9 |
| ha_1 | 148 | 6.9 |
| o21ai_0 | 107 | 2.0 |
| nand2b_1 | 45 | 1.1 |
| dfxtp_1 | 148 | 11 |
| and2_1 | 192 | 4.5 |
| inv_1 | 458 | 6.4 |
| o21ai_1 | 15 | 0.28 |
| nor2_1 | 41 | 0.58 |
| xnor2_1 | 54 | 1.8 |
| mux2_2 | 96 | 4.1 |
-- cells by family after synthesis --
group                    synth area share [%]
AND-OR/OR-AND                            5.84
XOR/XNOR                                 1.99
flip-flops                               47.1
multiplexers                             4.05
adder cells (fa/ha/maj)                  22.0
AND/OR/NAND/NOR                          11.3
buffers and inverters                    7.67
-- critical path, cell delays in order --
cell and delay [ns]:
buf_8 0.28, buf_4 0.51, buf_4 0.47, nand2b_1 0.19, fa_1 0.39, inv_1 0.06, ha_1 0.22, ha_1 0.18
inv_1 0.07, fa_1 0.40, inv_1 0.06, ha_1 0.18, inv_1 0.07, fa_1 0.46, nor2b_1 0.18, o31a_1 0.21
o221ai_1 0.15, a211oi_1 0.43, o41ai_2 0.13, xnor2_1 0.13
-- layout make-up --
class                   count  area, µm²  share of cell area, %
flip-flops and latches    468      12600                   39.4
multi-input cells        1389      12100                   37.8
repair buffers            240       2370                   7.42
inverters                 458       1720                   5.38
well taps                1155       1450                   4.53
clock buffers              69       1400                   4.37
clock inverters            27        348                   1.09
diodes                      1       2.50                0.00784
-- layer usage --
| metal | up-vias | track usage [%] |
|---|---|---|
| met2 | 276 | 20.3 |
| li1 | 8078 | - |
| met4 | 4 | 2.51 |
| met1 | 7599 | 18.3 |
| met3 | 76 | 3.89 |
| met5 | - | 0 |
-- how the worst max path moves through the flow --
stage	start	slack, ns	endpoint
4_1_cts	reset	5.49	genblk1[3].sp.mac_inst.accumulator_out[15]
5_1_grt	reset	5.18	genblk1[3].sp.mac_inst.accumulator_out[15]
6_report	reset	5.47	genblk1[3].sp.mac_inst.accumulator_out[15]
-- per-stage QoR --
step,cell area (µm²),instances
final,31900,3807
after global routing,31900,3807
after CTS,31900,3806
after detailed placement,30200,3710
after global placement,30200,3710
after floorplan,26700,2400
-- report_power, final --
part	total, mW	leakage [nW]	switching (mW)	internal, mW
combinational	0.953	8.42	0.505	0.448
sequential	2.09	4.65	0.157	1.94
clock	1.58	0.849	0.650	0.934
Power and IR drop assume default switching activity.
