`/design/flow/config.mk`:
```
export PLATFORM = sky130hd
export DESIGN_NAME = scalar_product_Nmac
export DESIGN_NICKNAME = scalar_product_Nmac
export VERILOG_FILES = /design/flow/design.v
export SDC_FILE = /design/flow/constraint.sdc
export NUM_CORES = 4
export LEC_CHECK = 1
export CORE_UTILIZATION = 30
```
`/design/flow/constraint.sdc`:
```
current_design scalar_product_Nmac

set clk_period 9.6
set clk_io_pct 0.2

create_clock -name clk0 -period $clk_period [get_ports {clk}]

set non_clock_inputs [all_inputs -no_clocks]
set_input_delay [expr $clk_period * $clk_io_pct] -clock clk0 $non_clock_inputs
set_output_delay [expr $clk_period * $clk_io_pct] -clock clk0 [all_outputs]
```
`/design/flow/design.v`:
```
module mac #(
    parameter Nbits = 8
) (
    input clk,
    input reset,
    input [Nbits-1:0] multiplier,
    input [Nbits-1:0] multiplicand,
    output reg [2*Nbits-1:0] accumulator_out
);
    wire [2*Nbits-1:0] oprod, omux;
    mul #(
        .Nbits(Nbits)
    ) multi (
        .multiplier_u(multiplier),
        .multiplicand_u(multiplicand),
        .mult_out_u(oprod)
    );
    assign omux = reset ? 0 : accumulator_out;
    always @(posedge clk) begin
        accumulator_out <= omux + oprod;
    end
endmodule
module mul
    #(parameter Nbits = 8)
    (
    input [Nbits - 1:0] multiplier_u,
    input [Nbits - 1:0] multiplicand_u,
    output [2*Nbits-1:0] mult_out_u
    );
    assign mult_out_u = multiplier_u*multiplicand_u;
endmodule
module scalar_product_mac #(
    parameter Ndata = 4,
    Nbits = 8
) (
    input [Nbits*Ndata-1:0] A,
    input [Nbits*Ndata-1:0] B,
    input clk,
    input reset,
    output reg [2*Nbits-1:0] out
);
    reg [Nbits*Ndata-1:0] A_reg, B_reg;
    reg [4:0] index;
    reg [Nbits-1:0] multiplier;
    reg [Nbits-1:0] multiplicand;
    wire [2*Nbits-1:0] mac_acc;
    mac #(.Nbits(Nbits)) mac_inst (
    .clk(clk),
    .reset(reset),
    .multiplier(multiplier),
    .multiplicand(multiplicand),
    .accumulator_out(mac_acc)
    );
    always @(posedge clk) begin
        if(reset) begin
            A_reg <= A;
            B_reg <= B;
            multiplier <= 0;
            multiplicand <=0;
            index <= 0;
        end else if (index <= Ndata) begin
            multiplier <= A_reg[Nbits-1:0];
            multiplicand <= B_reg[Nbits-1:0];
            A_reg <= A_reg >> Nbits;
            B_reg <= B_reg >> Nbits;
            index <= index +1;
        end else begin
            out <= mac_acc;
        end
    end
endmodule
module scalar_product_Nmac #(
    parameter Nbits = 4,
    Ndata = 4,
    Nmac = 4
) (
    input clk,
    input reset,
    input [Ndata*Nbits-1:0] A,
    input [Ndata*Nbits-1:0] B,
    output reg [2*Nbits-1:0] out
);
localparam len_output_mac = 2*Nbits;
localparam len_output = 2*Nbits;
reg [Ndata*Nbits-1:0] A_tmp, B_tmp;
wire [Nmac*len_output_mac-1:0] outk;
wire [(Nmac+1)*len_output-1:0] sum;  
assign sum[len_output-1:0] = 0;
genvar k;
for(k=0; k< Nmac;k=k+1) begin
    scalar_product_mac #(
    .Nbits(Nbits),
    .Ndata(Ndata/Nmac)
    ) M (
        .clk(clk),
        .reset(reset),
        .A(A_tmp[((k+1)*Ndata/Nmac)*Nbits-1:(k*Ndata/Nmac)*Nbits]),
        .B(B_tmp[((k+1)*Ndata/Nmac)*Nbits-1:(k*Ndata/Nmac)*Nbits]),
        .out(outk[(k+1)*len_output_mac-1:k*len_output_mac])
    );
    assign sum[(k+2)*len_output-1:(k+1)*2*Nbits] = outk[(k+1)*len_output_mac-1:k*len_output_mac] + sum[(k+1)*len_output-1:k*len_output];
end
always @(posedge clk) begin
    if(reset) begin
        A_tmp <=A;
        B_tmp <=B;
        out <=0;
    end else begin
        if(A!=A_tmp && B!= B_tmp)begin
            A_tmp <= A;
            B_tmp <= B;
        end
        out[2*Nbits-1:0] <= sum[(Nmac+1)*2*Nbits-1:Nmac*len_output];
    end
end
endmodule
```
`/design/flow/run.sh`:
```
#!/bin/bash
# OpenROAD 26Q1-2900-gdf79404cd8, Yosys 0.63+post, stock flow scripts
make -C /OpenROAD-flow-scripts/flow DESIGN_CONFIG=/design/flow/config.mk WORK_HOME=/design/flow/orfs finish
```
==> design notes <==
The ratio of cells with drive above 1 in the final layout was 4.31%. The run gives 0.62 ns for the stage delay of the slowest cell on the critical path. The count of inserted antenna diode cells came out at 0. For the combined area of all synthesized cells, the log shows 9680 sq um. In this run the core area contains 65 standard-cell rows.

After routing the design area is 11100 sq um. With the total setup buffers inserted after CTS at 0, the insertion delay at the late pin of the worst-skew pair is 0.43 ns. The run finished with clean final reports.

For this run, the top clock speed supported by timing is 219 MHz. CTS reports a maximum clock tree buffer depth of 2. The slowest stage of the critical path is the sky130_fd_sc_hd__buf_4 cell. Sequential cells were found to cover 48.8% of the synthesized design area. For this block, the via count after detailed routing is 5473.

According to the report, the first pass of detailed routing completed in 6 iterations. On the critical path the data arrives at 4.87 ns. Adding up every negative setup slack in the final design gives 0 ns. Clock tree synthesis selected as its root buffer the cell sky130_fd_sc_hd__clkbuf_16. Hold is met by 0.431 ns. The die is 182 microns tall. Per the post-run analysis, buffers plus inverters along the critical path come to 2. The number of gates resized after CTS came out at 0. Setup slack closes at 5.04 ns. In the final run the clock tree shows a worst skew of 0.0119 ns. The setup slack of the most critical reg-to-reg path came out at 6.31 ns. The minimum clock period works out to 4.56 ns. Counting endpoints that fail hold in the final report gives 0. The run gives 30.6% as the floorplan core density. Along the worst hold path, the cell count comes to 0. The worst setup path is launched from an input pin.

In this run, the number of DRC markers left after iteration 0 of detailed routing was 321. The tightest min-delay check is of the register to register type. Per the hold report, the tightest min-delay path originates at genblk1[3].M.mac_inst.accumulator_out[1]$_DFF_P_. In the global route stage, overall resource usage came out at 10.3%. The logs give 0 for the initial antenna violation count and 0.00472 uW for the leakage component of the power.

Pin placement for this block handled 42 I/O pins. Total power normalized to cell area comes to 255 nW/um^2. Yosys stat counts 870 cells in the synthesized netlist. STA classifies the critical path endpoint as a register. The registers reported with the highest flop counts are genblk1.M.mac_inst.accumulator_out x32, genblk1.M.out x32, genblk1.M.index x20. The final weighted congestion recorded by global placement is 0.810. The run gives 5398 as the number of global-route vias before repair. The worst-margin pin slew came out at 0.665 ns. The mean routed wirelength per cell is 11.4 microns.

The run gives 4.12 for the average vias per placed instance. Yosys reported a register bit count of 188. With the residual DRC count at 0, the summed standard-cell area reported by yosys is 9680 sq um.

Yosys mapped the design onto 31 distinct sky130hd cell types. The largest net degree at the start of global routing is 69. The clock net in this run drives a total of 188 sinks. The buffer_ports step reported a buffer count of 41. The per-instance average area after synthesis is 11.1 sq um. The final report lists the setup-violating endpoint count as 0. Per the GRT congestion report, total overflow comes to 0. The number of hold buffers added after CTS was 0.

In the final layout, the fill cell count is 3066. Reg-to-reg critical path startpoint: genblk1[3].M.multiplier[0]$_SDFFE_PP0P_. Along the worst path, the maximum fanout reaches 68. The highest ir drop seen on vdd was 0.137 mV; the overall die area was 33000 sq um. In this run the horizontal extent of the chip is 182 microns.

STA on the placed design reports a worst setup slack of 4.57 ns. The critical path runs through a total of 10 cells. In the placement report, post-DP HPWL is listed as 11500 microns. In this run the critical path is formed by buf_4, buf_4, nor2b_1, fa_1, fa_1, a21o_1, a21oi_2, o21bai_1, a21oi_1, xnor2_1. The tools report the endpoint of the most critical register-to-register path as genblk1[3].M.mac_inst.accumulator_out[7]$_DFF_P_.

The clock input transition at the sequential cells of the worst setup and hold paths was 0.06 ns. The max-slew check reports its worst relative slack as 55.7%. The wire length reported by the detailed router was 15200 microns; the Yosys warning count was 3. For the count of H-tree levels built during CTS, the log shows 4.

Max-cap violations in this run came to 0. On the critical path the largest part of the delay comes from buffers and inverters. Per the post-route antenna check, the number of violating nets is 0. The total core area was 31600 sq um. CTS added clock buffers totalling 17.

The critical path in this run is classified as input pin to register. Once placement finished, the instance area stood at 10500 sq um. The number of logged tool warnings works out to 29. The tools report the gate count after technology mapping as 870. Logic depth along the worst register-to-register path is recorded as 11. Data on the critical path is required at its endpoint by 9.92 ns.

In the final report, the number of pins over their slew limit comes to 0. Setup repair after global routing left no endpoint under its margin. The first global-routing pass estimated 26400 microns of wire. The layout overhead on the synthesized area is 14.7%, and the part of the cycle the worst path needs is 47.5%. Worst hold path endpoint: genblk1[3].M.out[1]$_DFFE_PP_.

TritonCTS built the clock tree.
-- placed cells by master, fill, tap and decap left out, types with 32 or more instances in the layout --
cell,n
sky130_fd_sc_hd__inv_1,110
sky130_fd_sc_hd__nor2_1,32
sky130_fd_sc_hd__edfxtp_1,96
sky130_fd_sc_hd__dfxtp_1,92
sky130_fd_sc_hd__and2_1,77
sky130_fd_sc_hd__clkdlybuf4s50_1,40
sky130_fd_sc_hd__nand2_1,83
sky130_fd_sc_hd__xor2_1,41
sky130_fd_sc_hd__ha_1,75
sky130_fd_sc_hd__nor2b_1,32
sky130_fd_sc_hd__a21oi_1,58
sky130_fd_sc_hd__fa_1,50
-- metal layers --
layer / track usage [%] / vias up / share of wire, %
li1: - / 2914 / -
met1: 16.7 / 2457 / 53
met2: 14.5 / 91 / 40
met3: 3.23 / 11 / 5.5
met4: 0.983 / 0 / 1.0
met5: 0 / - / 0
-- stage by stage --
step | total power, uW | instances | util [%]
after detailed placement | 2180 | 1297 | 33.2
final | 2840 | 1329 | 35.1
after floorplan | 1940 | 870 | -
after CTS | 2880 | 1329 | 35.1
after global routing | 3090 | 1329 | 35.1
after global placement | 2170 | 1297 | 33.2
-- kinds of logic (layout without fill, tap and decap cells) --
kind of cell / after synthesis / in the layout / synth area share [%]
xor+xnor: 69 / 69 / 6.24
buf+inv: 132 / 189 / 5.39
fa+ha+maj: 125 / 125 / 20.0
compound gates: 91 / 91 / 5.41
flops: 188 / 188 / 48.8
simple gates: 265 / 265 / 14.1
-- worst max path at each step --
stage | to | slack, ns | start
CTS | genblk1[1].M.mac_inst.accumulator_out[7]$_DFF_P_ | 5.03 | reset
global route | genblk1[2].M.mac_inst.accumulator_out[7]$_DFF_P_ | 4.83 | reset
finish | genblk1[1].M.mac_inst.accumulator_out[7]$_DFF_P_ | 5.04 | reset
-- cell type report --
class / instances / area (sq um) / share of cell area, %
Timing Repair Buffer: 43 / 423 / 3.81
Clock buffer: 20 / 479 / 4.31
Sequential cell: 188 / 4720 / 42.5
Multi-Input combinational cell: 550 / 4440 / 39.9
Inverter: 114 / 428 / 3.85
Clock inverter: 12 / 115 / 1.04
Tap cell: 402 / 503 / 4.53
-- power breakdown --
part	switching [uW]	internal (uW)	total (uW)
clock network	314	374	688
registers	129	1090	1220
logic	525	401	926
total	969	1870	2840
-- Yosys cell counts, drive strengths merged --
master  number  area share, %
a21o         7           0.54
nor3         7           0.36
buf         11           0.70
fa          50             10
ha          75            9.7
clkinv       4           0.15
nor4         8           0.52
o21ai       14           0.88
or4          1          0.078
a21oi       59            3.1
edfxtp      96             30
a211oi       2           0.21
nor2        32            1.2
o21bai       9           0.70
xor2        41            3.7
nor2b       32            2.1
nand3        1          0.052
clkbuf       7           0.27
xnor2       28            2.5
nor4b        2           0.18
nand2b      19            1.2
inv        110            4.3
nand2       83            3.2
and2        77            5.0
nor4bb       1           0.10
dfxtp       92             19
nand4        2           0.13
-- worst reg2reg max path: stages (launching register included) --
cell,delay (ns)
sky130_fd_sc_hd__dfxtp_1,0.39
sky130_fd_sc_hd__nand2_1,0.11
sky130_fd_sc_hd__fa_1,0.51
sky130_fd_sc_hd__fa_1,0.52
sky130_fd_sc_hd__fa_1,0.54
sky130_fd_sc_hd__inv_1,0.04
sky130_fd_sc_hd__ha_1,0.32
sky130_fd_sc_hd__nor2b_1,0.16
sky130_fd_sc_hd__nor3_1,0.20
sky130_fd_sc_hd__o21bai_1,0.12
sky130_fd_sc_hd__a21oi_1,0.18
sky130_fd_sc_hd__xnor2_1,0.08
Power and IR drop assume default switching activity.
